## flow/config.mk

```make
export PLATFORM = sky130hd
export DESIGN_NAME = board_save
export DESIGN_NICKNAME = board_save
export VERILOG_FILES = /design/flow/design.v
export SDC_FILE = /design/flow/constraint.sdc
export NUM_CORES = 4
export LEC_CHECK = 1
export CORE_UTILIZATION = 50
```

## flow/constraint.sdc

```tcl
current_design board_save

set clk_period 10.2
set clk_io_pct 0.2

create_clock -name clk0 -period $clk_period [get_ports {clk}]

set non_clock_inputs [all_inputs -no_clocks]
set_input_delay [expr $clk_period * $clk_io_pct] -clock clk0 $non_clock_inputs
set_output_delay [expr $clk_period * $clk_io_pct] -clock clk0 [all_outputs]
```

## flow/design.v

```verilog
module board_save(
    input clk,
    input req_save_to_board,
    input req_analy_to_board,
    input [5:0] row_idx,      
    input [9:0] row_info,       
    output reg ready_from_board,
    output reg resp_from_board,
    output reg [199:0] board
);
    parameter BLOCKS_IN_ROW = 20;
    parameter BLOCKS_IN_COL = 10;
    reg [5:0] save_row_idx;
    always @(posedge clk) begin 
        if(req_save_to_board == 1) begin
            board[row_idx * BLOCKS_IN_COL +: BLOCKS_IN_COL] = row_info;
            resp_from_board <= 1;
            ready_from_board <= 0;
        end else if(req_analy_to_board == 1) begin
            resp_from_board <= 1;
            ready_from_board <= 0;
        end else begin
            resp_from_board <= 0;
            ready_from_board <= 1;
        end
    end
endmodule
```

## flow/run.sh

```bash
#!/bin/bash
# OpenROAD 26Q1-2900-gdf79404cd8, Yosys 0.63+post, stock flow scripts
make -C /OpenROAD-flow-scripts/flow DESIGN_CONFIG=/design/flow/config.mk WORK_HOME=/design/flow/orfs finish
```

==> flow_summary.ini <==
; physical design summary
[yosys]
common_cells = edfxtp_1, nand2_1, a22o_1, o21ai_0, nor2_1
ys_top_logic_family = AND-OR/OR-AND gates
synth_adder_area_share = 0.01351
postSynthAreaPerCell_sq_um = 11.12
most_common_cell = edfxtp_1
yosysWarnings = 1
aoi_share = 0.2449
ys_seq_frac = 0.5629
synthXorXnorAreaFrac = 0.008038
synth-edff-count = 200
synth_top_flop_cell = edfxtp_1
synth_top_area_share = 0.5592
synth.largest_area_cell = edfxtp_1
syn_area_sq_um = 10740
synthCells = 966
area_leaders = edfxtp_1, a22o_1, o21ai_0
ys_sh_simple = 0.1311
synth_cell_types = 71
postSynthRegisterBits = 202
synth_chip_area_sq_um = 10740
ys_cells = 966
mux_share = 0.01083
synth-async-reset-ratio = 0

[status]
status = completed

[hold_path]
min_path_type = reg2reg

[clocking]
ctsResizeCount = 0
postCtsHoldBufs = 0
clk_latency_ns = 0.51
cts_buffers = 22
postCtsSetupRepairBufs = 0
clkTransAtPathRegs_ns = 0.06
clock_sinks = 202
cts_tree = yes
root_buffer = clkbuf_16
cts_htree_levels = 1
cts_buffer_depth = 3

[final_timing]
finalHoldViolCount = 0
fin_crit_ns = 6.551
hold_ws_ns = 0.5609
relSlewSlack = 0.4158
final-setup-viol-count = 0
period_used_share = 0.6422
rsz0062_at_grt = no
setup_tns_ns = 0
max_freq_mhz = 152.7
maxSlewViolCount = 0
tightest_slew_ns = 0.8715
skew_ns = 0

[drt]
drt_pass1_iterations = 6
wirelength_um = 32770
antennaDiodeCount = 0
ant_nets = 0
drtIter0Drc = 750
routed_via_density = 6.248
drc_errors = 0
routedWlPerCell_um = 22.35
vias = 9159

[die]
core_area_sq_um = 21020
die.size.y_um = 148.6
dieArea_sq_um = 22070
ios = 221
die_width_um = 148.6
rows = 53
fp-utilization = 0.5109

[finish]
layout-drive-gt1-share = 0.06801
seqCellArea_sq_um = 6046
mi_logic_area_sq_um = 4399
fin_area_sq_um = 13920
area_growth_pct = 29.61
fill_cells = 1615

[worst_setup_path]
cp.required_ns = 10.46
critical_path_class = in2reg
cp_common_cell = ha_1
arrival_ns = 6.81
startpoint_type = input port
cp_slowest_cell = fa_1
path_cells = clkdlybuf4s50_1 -> ha_1 -> ha_1 -> fa_1 -> nor2_1 -> and3_1 -> nand3_1 -> ha_1 -> nor2b_1 -> o31ai_4 -> buf_4 -> nor3_1 -> nand2_1 -> a22o_1 -> a211o_1
endpoint_kind = flip-flop
worst-path-max-fanout = 40
max_stage_delay_ns = 0.68

[pwr]
power_density_nw_per_um2 = 174.9
p_leak_uw = 0.004988
vdd_ir_drop_max_uv = 115.9

[grt]
grt-ovfl-total = 0
grt_pass1_wl_um = 50030
grt_max_degree = 56
busiest_layer = met1
grtUsageMet1 = 0.5184
met3_usage = 0.1521
grt.total_usage = 0.3234
antenna_found_initial = 0
grt.met2_usage = 0.4313
grt_pass1_vias = 8768

[placed_design]
hpwl_um = 22980
io_buffers = 220
place_area_sq_um = 13190
finalWeightedCongestion = 0.9800

[run]
max_cap_viol_count = 0
warnings = 26
worst paths after layout:
check,slack (ns),endpoint,cells past startpoint,startpoint
worst min-delay path,0.56,board[131],1,board[131]
worst max register to register,9.22,board[136],2,board[136]
worst max-delay path,3.65,board[131],15,row_idx[1]
worst min register to register,0.56,board[131],1,board[131]
placed cells by master, fill, tap and decap left out, drive strengths merged, types with 14 or more instances in the layout:
cell type / Yosys / routed
nor3: 14 / 14
clkbuf: 24 / 31
and2: 14 / 14
nand2: 121 / 121
a22o: 109 / 109
nor2: 62 / 62
edfxtp: 200 / 200
o211ai: 26 / 26
o2bb2ai: 31 / 31
clkdlybuf4s50: 0 / 219
o21ai: 112 / 112
nand3: 42 / 42
a21oi: 29 / 29
buf: 33 / 23
power by group:
group          total, uW  switching [uW]  internal, uW
sequential          1050            41.9          1010
combinational        577             334           243
clock                809             320           490
total               2440             695          1740
critical path: cells and delay by family:
kind            cells  cell delay (ns)
fa+ha+maj           4             1.51
compound gates      3             0.61
buf+inv             2             0.92
simple gates        6             1.72
cell type report:
cell class,count,area share
well taps,275,0.02472
multi-input cells,699,0.3160
flip-flops and latches,202,0.4343
clock buffers,31,0.04341
inverters,8,0.002157
clock inverters,9,0.009258
repair buffers,242,0.1701
cell families (layout without fill, tap and decap cells):
| logic type | after synthesis | in the layout |
|---|---|---|
| simple gates | 300 | 300 |
| buf+inv | 65 | 290 |
| xor+xnor | 9 | 9 |
| mux | 11 | 11 |
| compound gates | 368 | 368 |
| flops | 202 | 202 |
| fa+ha+maj | 11 | 11 |
routing by layer:
metal	vias to the layer above	share of wire
met5	-	0.0015
met4	2	0.023
met3	56	0.13
met2	498	0.43
met1	4369	0.41
li1	4234	-
state kept, by name (all words and copies together) (netlist names):
register,cells
board,200
ready_from_board,1
resp_from_board,1
through the flow:
step	setup WS (ns)	utilization	instances	power, uW
floorplan	4.557	-	966	1342
global placement	3.271	0.6273	1426	1630
detailed placement	3.193	0.6273	1426	1631
CTS	3.714	0.6622	1466	2441
global route	3.301	0.6622	1466	2537
finish	3.649	0.6622	1466	2435
No activity file was given, so power comes from the tool's default toggle rates.
